**run.sh**
```bash
#!/bin/bash
# OpenROAD 26Q1-2900-gdf79404cd8, Yosys 0.63+post, stock flow scripts
make -C /OpenROAD-flow-scripts/flow DESIGN_CONFIG=/design/flow/config.mk WORK_HOME=/design/flow/orfs finish
```
**config.mk**
```make
export PLATFORM = sky130hd
export DESIGN_NAME = graphics
export DESIGN_NICKNAME = graphics
export VERILOG_FILES = /design/flow/design.v
export SDC_FILE = /design/flow/constraint.sdc
export NUM_CORES = 4
export LEC_CHECK = 1
export CORE_AREA = 10 10 199 199
export DIE_AREA = 0 0 209 209
```
**constraint.sdc**
```tcl
current_design graphics

set clk_period 22.5
set clk_io_pct 0.2

create_clock -name clk0 -period $clk_period

set non_clock_inputs [all_inputs -no_clocks]
set_input_delay [expr $clk_period * $clk_io_pct] -clock clk0 $non_clock_inputs
set_output_delay [expr $clk_period * $clk_io_pct] -clock clk0 [all_outputs]
```
**design.v**
```verilog
module graphics(
	input vga_clk,
	input [9:0] hc,
	input [9:0] vc,
	input [255:0] sound_signal,
	input [3:0] switches,
	input [15:0] current_sound,  
	output logic [9:0] pixel_address,
	output logic [2:0] red,
	output logic [2:0] green,
	output logic [1:0] blue
);
logic [4:0] xpos; 
logic [4:0] ypos; 
logic [7:0] color;  
assign xpos = hc/40;  
assign ypos = vc/15;  
logic [7:0] scaled_sound_signal [0:15];
logic [7:0] assign_color; 
localparam BLK = 8'h00;
localparam WHT = 8'hff;
localparam RED = 8'he0;
localparam BLU = 8'h03;
localparam THRESHOLD = 16'h0900;
assign assign_color = (current_sound > THRESHOLD) ? RED : WHT; 
genvar bin_num;
generate 
	for (bin_num = 0; bin_num < 16; bin_num = bin_num + 1) begin : gen_sound_thresholds
		assign scaled_sound_signal[bin_num] = sound_signal[(bin_num * 16) + 15:(bin_num * 16)] >> switches;
	end
endgenerate
always_comb begin
	if (xpos < 1)   begin
		if (scaled_sound_signal[xpos] < ypos) begin
			color = assign_color;
		end else begin
			color = BLK;
		end
	end else if (xpos < 2) begin
		if (scaled_sound_signal[xpos] < ypos) begin
			color = assign_color;
		end else begin
			color = BLK;
		end
	end else if (xpos < 3) begin
		if (scaled_sound_signal[xpos] < ypos) begin
			color = assign_color;
		end else begin
			color = BLK;
		end
	end else if (xpos < 4) begin
		if (scaled_sound_signal[xpos] < ypos) begin
			color = assign_color;
		end else begin
			color = BLK;
		end
	end else if (xpos < 5) begin
		if (scaled_sound_signal[xpos] < ypos) begin
			color = assign_color;
		end else begin
			color = BLK;
		end
	end else if (xpos < 6) begin
		if (scaled_sound_signal[xpos] < ypos) begin
			color = assign_color;
		end else begin
			color = BLK;
		end
	end else if (xpos < 7) begin
		if (scaled_sound_signal[xpos] < ypos) begin
			color = assign_color;
		end else begin
			color = BLK;
		end
	end else if (xpos < 8) begin
		if (scaled_sound_signal[xpos] < ypos) begin
			color = assign_color;
		end else begin
			color = BLK;
		end
	end else if (xpos < 9) begin
		if (scaled_sound_signal[xpos] < ypos) begin
			color = assign_color;
		end else begin
			color = BLK;
		end
	end else if (xpos < 10) begin
		if (scaled_sound_signal[xpos] < ypos) begin
			color = assign_color;
		end else begin
			color = BLK;
		end
	end else if (xpos < 11) begin
		if (scaled_sound_signal[xpos] < ypos) begin
			color = assign_color;
		end else begin
			color = BLK;
		end
	end else if (xpos < 12) begin
		if (scaled_sound_signal[xpos] < ypos) begin
			color = assign_color;
		end else begin
			color = BLK;
		end
	end else if (xpos < 13) begin
		if (scaled_sound_signal[xpos] < ypos) begin
			color = assign_color;
		end else begin
			color = BLK;
		end
	end else if (xpos < 14) begin
		if (scaled_sound_signal[xpos] < ypos) begin
			color = assign_color;
		end else begin
			color = BLK;
		end
	end else if (xpos < 15) begin
		if (scaled_sound_signal[xpos] < ypos) begin
			color = assign_color;
		end else begin
			color = BLK;
		end
	end else if (xpos < 16) begin
		if (scaled_sound_signal[xpos] < ypos) begin
			color = assign_color;
		end else begin
			color = BLK;
		end
	end else begin
		color = assign_color;
	end
end
always @(posedge vga_clk) begin
	if (hc == 0 && vc == 0) begin
	end
end
assign pixel_address = (hc<640 && vc <480) ? (ypos*16+xpos):10'b0;
assign red = color[7:5];
assign green = color[4:2];
assign blue = color[1:0];
endmodule
```
==> flow_metrics.env <==
# physical design summary
export IMPL_outcome="complete, no violations"
export IMPL_slowest_delay_ns=0.68
export IMPL_common_cells="125 x nand2_1, 73 x nor2_1, 72 x a21oi_1, 54 x o21ai_0, 46 x nand3_1"
export IMPL_grt_pass1_wl_mm=56.5
export IMPL_synthTopCellsByArea="nand2_1 8.8%, a21oi_1 6.8%, mux2i_1 5.8%"
export IMPL_ys_cells=846
export IMPL_top_area_frac=0.0881
export IMPL_cp_slowest_cell="clkdlybuf4s50_1"
export IMPL_area_growth_pct=67.9
export IMPL_hold_viol=0
export IMPL_synthDistinctLibCells=96
export IMPL_maxCapViolations=0
export IMPL_ant_nets=0
export IMPL_yosys_warnings=2
export IMPL_min_period_ns=17.94
export IMPL_worstSetupPathType="in -> out"
export IMPL_drc=0
export IMPL_yosysSeqAreaShare=0
export IMPL_ys_top_logic_family="AND-OR/OR-AND gates"
export IMPL_critPathLaunchType="input port"
export IMPL_die_w_um=209
export IMPL_grt_setup_unrepaired="false"
export IMPL_vdd_drop_max_mv=0.0185
export IMPL_grt_max_degree=59
export IMPL_hold_buffers=0
export IMPL_fin_crit_sh=0.797
export IMPL_die_area_mm2=0.0437
export IMPL_register_area_um2=0
export IMPL_die_h_um=209
export IMPL_adder_share=0.0249
export IMPL_p_per_area_mw_per_mm2=36.2
export IMPL_fin_tns_setup_ns=0
export IMPL_synth_area_mm2=0.00533
export IMPL_critPathTopFamily="AND-OR/OR-AND gates"
export IMPL_drt_iter0_drc=623
export IMPL_worst_pin_slew_ns=0.959
export IMPL_final_cells=1590
export IMPL_synth_area_per_cell_um2=6.29
export IMPL_ys_sh_xor=0.0148
export IMPL_min_path_type="in -> out"
export IMPL_num_vias=8275
export IMPL_flop_count=0
export IMPL_warnings=33
export IMPL_dp_cells=1584
export IMPL_antenna_found_initial=14
export IMPL_power_leakage_nw=3.15
export IMPL_top_cell="nand2_1"
export IMPL_via_per_inst=5.20
export IMPL_simple_gate_share=0.317
export IMPL_drive_above_1_share=0.0730
export IMPL_num_clock_buffers=0
export IMPL_path_max_fanout=54
export IMPL_whs_path_depth=5
export IMPL_grt_pass1_vias=8124
export IMPL_port_buffers=314
export IMPL_slew_violations=0
export IMPL_ctsResizeCount=0
export IMPL_cp_depth=27
export IMPL_grt_remaining_overflow=0
export IMPL_path_buffers=5
export IMPL_setup_violations=0
export IMPL_ys_area_mm2=0.00533
export IMPL_clock_fmax_mhz=55.7
export IMPL_place_gp_congestion=0.970
export IMPL_cp_end_kind="primary output"
export IMPL_wl_mm=40.2
export IMPL_grt_usage=0.174
export IMPL_ys_sh_mux=0.101
export IMPL_worst_ep_arrival_time_ns=13.44
export IMPL_synth_cells=846
export IMPL_firstDrtPassIters=7
export IMPL_wl_per_cell_um=25.3
export IMPL_aoi_share=0.460
export IMPL_dp_hpwl_mm=33.4
export IMPL_required_ns=18.00
export IMPL_slew_headroom=0.356
export IMPL_io_pins=315
export IMPL_fp_util=0.150
export IMPL_largest_area_cell="nand2_1"
export IMPL_post_cts_setup_buffer_count=0
export IMPL_core_area_mm2=0.0354
export IMPL_rows=69
## worst paths after layout
kind,from,to,slack [ns]
setup / recovery,hc[8],green[1],4.56
hold / removal,current_sound[13],blue[1],10.05
## through the flow
step	setup slack [ns]	area, um2	util	total power, mW	hold WS (ns)
detailed placement	4.69	8920	0.252	0.319	10.06
global route	3.95	8940	0.252	0.346	10.10
finish	4.56	8940	0.253	0.324	10.05
floorplan	7.73	5330	-	0.182	9.13
global placement	4.75	8920	0.252	0.318	10.05
CTS	4.64	8920	0.252	0.320	10.06
## area by class of cell
type	instances	area, um2
Antenna cell	6	15.0
Fill cell	4010	26500
Inverter	20	75.1
Multi-Input combinational cell	759	4900
Tap cell	461	577
Timing Repair Buffer	344	3370
## cell usage in the layout (no fill, tap or decap), drive strengths merged, types with 12 or more instances in the layout
master,n
a211oi,20
a21oi,74
a221oi,16
a22oi,13
a31oi,17
and3,15
buf,30
clkdlybuf4s50,314
inv,19
mux2,12
mux2i,32
nand2,125
nand2b,12
nand3,46
nor2,75
nor3,28
o211ai,18
o21ai,62
o22ai,12
o31ai,12
## worst min-delay path, stage by stage
cell and delay (ns):
clkdlybuf4s50_1 0.45, nor4_1 0.05, nand2_1 0.07, nor4_2 0.07, clkdlybuf4s50_1 0.41
## metal layers
metal  part of all wire  GRT usage
met5             0.0026          0
met4              0.022     0.0380
met3              0.092     0.0508
met2               0.46      0.282
met1               0.42      0.224
## cell families (layout without fill, tap and decap cells)
logic type,after synthesis,count (layout)
buf+inv,87,364
xor+xnor,9,9
simple gates,350,350
fa+ha+maj,11,11
other cells,0,6
mux,47,47
compound gates,342,342
## power breakdown
group          switching (mW)  internal (mW)  leakage, nW
clock                       0   0.0000000358    0.0000380
sequential                  0              0            0
combinational           0.186          0.138         3.15
Power is estimated from default activity; no workload was simulated.
