==> /design/flow/design.v <==
module buffers(
	input clk,
	input [9:0]hc,
	input [9:0]vc, 
	input [9:0]RAM_addr,
	input [7:0]write_color,
	output [7:0]read_color
);
logic [7:0] buffer_A [0:767];   
logic [7:0] buffer_B [0:767];   
logic buffer_select = 0;   
always_ff @(posedge clk) begin
   if (hc == 0 && vc == 0) begin
       buffer_select <= ~buffer_select; 
   end
	if (buffer_select) begin
		buffer_B[RAM_addr] = write_color;  
	end else begin
		buffer_A[RAM_addr] = write_color;  
	end
end
always_comb begin
   if (buffer_select) begin
       read_color = buffer_A[RAM_addr];   
   end else begin
       read_color = buffer_B[RAM_addr];   
   end
end
endmodule
==> /design/flow/run.sh <==
#!/bin/bash
# OpenROAD 26Q1-2900-gdf79404cd8, Yosys 0.63+post, stock flow scripts
make -C /OpenROAD-flow-scripts/flow DESIGN_CONFIG=/design/flow/config.mk WORK_HOME=/design/flow/orfs finish
==> /design/flow/config.mk <==
export PLATFORM = sky130hd
export DESIGN_NAME = buffers
export DESIGN_NICKNAME = buffers
export VERILOG_FILES = /design/flow/design.v
export SDC_FILE = /design/flow/constraint.sdc
export NUM_CORES = 4
export LEC_CHECK = 1
export CORE_UTILIZATION = 50
export SYNTH_MEMORY_MAX_BITS = 65536
==> /design/flow/constraint.sdc <==
current_design buffers

set clk_period 170.7
set clk_io_pct 0.2

create_clock -name clk0 -period $clk_period [get_ports {clk}]

set non_clock_inputs [all_inputs -no_clocks]
set_input_delay [expr $clk_period * $clk_io_pct] -clock clk0 $non_clock_inputs
set_output_delay [expr $clk_period * $clk_io_pct] -clock clk0 [all_outputs]
==> run summary <==
fresh numbers from the pnr run: outcome finished with violations, failing checks max-capacitance violations, max-slew violations, Synth top area share 0.7817, Synth async-reset ratio 0, Tot Pwr 6.311 mW, CP peak stage delay 970 ps, Clock Skew 77.64 ps, grt ovf 0, max_slew headroom -0.05876, CP Cell Sequence buf_16, buf_4, buf_4, buf_4, buf_4, buf_12, buf_4, mux4_2, a22oi_1, nand2_1, nor4_1, a22oi_1, nand4_1, nand3_1, a221oi_1, buf_4, a41oi_2, buf_4, clkdlybuf4s50_1, Wirelength per Cell 40.51 um, number of enable flip-flop cells 12289, AO/OA Area Share 0.03338, area delta synth->final 12.92%, Slowest-stage cell, CP nand4_1, Residual DRC 0, placed cell count 35590, mux frac, synth 0.1435, Critical Path Fanout Max 75, Final Cycle Share 0.4546, area reported by Yosys stat 472100 um2, Dominant comb cell multiplexers, initial antenna violation count 171, OpenROAD warnings 57, core box area 940300 um2, DRT iter0 DRCs roughly 19000, fa+ha+maj area frac 0, critical path arrival 43450 ps, cells after synthesis 23123, fin cells 38161, fin crit period 77590 ps, CP bufs+invs 10, dpl hpwl just under 1000000 um, post-synthesis simple-gate area fraction 0.02515, RSZ-0062 raised after global routing false, HP Class flop to flop, setup violators final 0, postcts setup bufs 0, Top Layout Cells 12289 x edfxtp_1, 2128 x mux2i_1, 2056 x mux4_2, cts bufs inserted 1266, post-route antenna net violation count 0, IO Pins 47, top cells by area, synth edfxtp_1 78%, mux4_2 9.8%, mux2i_1 4.5%, Hold-fix buffers, CTS 0, Root Driver clkbuf_16, crit path kind input port to output port, Total GRT Usage 0.3693, floorplan core density 0.5021, Crit path top cell by count buf_4, CTS clk-pin slew, worst paths 60 ps, yosys warning tally 3, total negative setup slack 0 ps, actual slew at the worst max-slew pin 1576 ps, CTS tree yes, clk sinks 12289, Vias/cell ~6.4, Cell Type Count 77, first-pass GRT wire length 2115000 um, final instance area 533100 um2, xor/xnor share 0, most instantiated logic cell after routing edfxtp_1, Die Ht around 970 um, Final Hold Viols 0, cell area after synthesis 472100 um2, cell type with the largest total area edfxtp_1, Final Slew Violations 2, Setup crit start kind input port, worst hold slack 1221 ps, vias in the first global route 262139, Worst IR Drop VDD 10.29 uV, chip width roughly 1000 um, Lkg Pwr 169.6 nW, register share after synthesis 0.7817, total die area ~950000 um2, 1st-pass router iterations 8, largest net degree at the start of global routing 126, H-Tree Level Count 7, Placed Area a little under 500000 um2, Buffers on Ports 46, Crit path max-delay family buffers and inverters, site row count ~360, GP Congestion 0.9473, DRT Wirelength 1546000 um, Clock Path Buffers 5, Max-cap violations 1, Setup crit end kind output port, share of cells above drive strength 1 0.2103, Worst-Skew Late Latency 1120 ps, crit path DRT 136560 ps, Pwr Density 11.84 nW/um2, Max Freq 12.89 MHz, via count 245378, Seq cells post-synth 12289, syn avg cell area 20.42 um2, ys cells around 23000, Dominant flop cell edfxtp_1, Resized Gates After CTS 0
state kept, by name, indices dropped and copies added (netlist names):
register / cells
buffer_A: 6144
buffer_B: 6144
buffer_select: 1
cell families (layout without fill, tap and decap cells):
kind of cell	after synthesis	after routing
AND/OR/NAND/NOR	2784	2784
other	0	295
buffers and inverters	1530	3743
AND-OR/OR-AND	2325	2325
flip-flops	12289	12289
multiplexers	4195	4195
final timing paths:
check	start	end	slack (ps)	cells past startpoint
setup / recovery	RAM_addr[1]	read_color[2]	93110	19
hold / removal	buffer_select	buffer_B[300][6]	1220	3
setup reg to reg	buffer_select	buffer_A[107][4]	166620	8
hold reg to reg	buffer_select	buffer_B[300][6]	1220	3
area by class of cell:
type | count | area (um2)
clock inverter | 709 | 6452
antenna | 295 | 738.2
tap | 12530 | 15680
clock buffer | 1564 | 33120
sequential | 12289 | 369000
fill | 67833 | 407200
multi-input combinational | 9304 | 96290
timing repair buffer | 1462 | 11740
inverter | 8 | 67.56
metal layers:
layer	track usage	part of all wire
met1	0.4257	0.28
met2	0.4848	0.44
met3	0.3326	0.21
met5	0.06094	0.0049
met4	0.1675	0.058
cell usage after synthesis (6+ instances only):
| library cell | number |
|---|---|
| nand4bb_1 | 6 |
| buf_1 | 160 |
| nor2b_1 | 10 |
| a2111oi_0 | 7 |
| a311oi_1 | 17 |
| nand4_1 | 151 |
| nand3_1 | 110 |
| o22a_1 | 9 |
| or3_1 | 8 |
| nor3_1 | 94 |
| a221o_1 | 9 |
| o2111ai_1 | 34 |
| nor4_1 | 193 |
| nor2_1 | 1748 |
| a31oi_1 | 35 |
| clkbuf_1 | 494 |
| o22ai_1 | 904 |
| mux2i_1 | 2128 |
| a22oi_1 | 653 |
| o311ai_0 | 7 |
| o21ai_0 | 167 |
| mux2_2 | 11 |
| a22o_1 | 54 |
| buf_6 | 60 |
| mux4_2 | 2056 |
| a211oi_1 | 51 |
| or4_1 | 8 |
| buf_4 | 181 |
| o211ai_1 | 23 |
| and3_1 | 12 |
| a41oi_1 | 37 |
| a21oi_1 | 196 |
| nand4b_1 | 7 |
| buf_2 | 623 |
| o221ai_1 | 20 |
| a221oi_1 | 47 |
| nand2_1 | 409 |
| and2_1 | 9 |
| edfxtp_1 | 12289 |
| a211o_1 | 9 |
through the flow:
stage | util | worst slack (ps)
floorplan | - | 100050
global placement | 0.5240 | 92720
detailed placement | 0.5240 | 93340
CTS | 0.5661 | 93350
global route | 0.5664 | 92930
finish | 0.5670 | 93110
worst reg2reg max path: stages, from the launching register on:
cell and delay [ps]:
edfxtp_1 400, buf_4 260, buf_4 300, buf_4 260
nor2_2 460, buf_4 430, nand2_1 500, buf_4 400
nor2_1 690
power by group:
part / internal, mW / switching, mW / leakage (nW)
clock: 1.51 / 1.16 / 19.3
combinational: 0.0892 / 0.231 / 39.8
sequential: 3.32 / 0.000195 / 110
total: 4.92 / 1.39 / 170
No activity file was given, so power comes from the tool's default toggle rates.
