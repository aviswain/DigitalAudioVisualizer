## flow/config.mk

```make
export PLATFORM = sky130hd
export DESIGN_NAME = butterfly_unit
export DESIGN_NICKNAME = butterfly_unit
export VERILOG_FILES = /design/flow/design.v
export SDC_FILE = /design/flow/constraint.sdc
export NUM_CORES = 4
export LEC_CHECK = 1
export CORE_UTILIZATION = 30
```

## flow/constraint.sdc

```tcl
current_design butterfly_unit

set clk_period 19.4
set clk_io_pct 0.2

create_clock -name clk0 -period $clk_period

set non_clock_inputs [all_inputs -no_clocks]
set_input_delay [expr $clk_period * $clk_io_pct] -clock clk0 $non_clock_inputs
set_output_delay [expr $clk_period * $clk_io_pct] -clock clk0 [all_outputs]
```

## flow/design.v

```verilog
module butterfly_unit #(WIDTH=32) (
    input logic signed [WIDTH-1:0] A,
    input logic signed [WIDTH-1:0] B,
    input logic signed [WIDTH-1:0] W,
    output logic signed [WIDTH-1:0] out0,
    output logic signed [WIDTH-1:0] out1
);
    logic signed [(WIDTH/2)-1:0] A_real;
	 logic signed [(WIDTH/2)-1:0] A_imag;
    logic signed [(WIDTH/2)-1:0] B_real;
	 logic signed [(WIDTH/2)-1:0] B_imag;
    logic signed [(WIDTH/2)-1:0] W_real;
	 logic signed [(WIDTH/2)-1:0] W_imag;
    always_comb begin
        A_real = A[WIDTH-1:WIDTH/2];
        A_imag = A[(WIDTH/2)-1:0];
        B_real = B[WIDTH-1:WIDTH/2];
        B_imag = B[(WIDTH/2)-1:0];
        W_real = W[WIDTH-1:WIDTH/2];
        W_imag = W[(WIDTH/2)-1:0];
    end
    logic signed [WIDTH-1:0] Wreal_Breal;
	 logic signed [WIDTH-1:0] Wimag_Bimag;
    logic signed [WIDTH-1:0] Wimag_Breal;
	 logic signed [WIDTH-1:0] Wreal_Bimag;
    always_comb begin
        Wreal_Breal = W_real * B_real;
        Wimag_Bimag = W_imag * B_imag;
        Wimag_Breal = W_imag * B_real;
        Wreal_Bimag = W_real * B_imag;
    end
	 logic signed [(WIDTH/2)-1:0] Wreal_Breal_trunc; 
	 logic signed [(WIDTH/2)-1:0] Wimag_Bimag_trunc;
	 logic signed [(WIDTH/2)-1:0] Wimag_Breal_trunc; 
	 logic signed [(WIDTH/2)-1:0] Wreal_Bimag_trunc;
	 always_comb begin
        Wreal_Breal_trunc = Wreal_Breal[WIDTH-2:(WIDTH/2)-1];
        Wimag_Bimag_trunc = Wimag_Bimag[WIDTH-2:(WIDTH/2)-1];
        Wimag_Breal_trunc = Wimag_Breal[WIDTH-2:(WIDTH/2)-1];
        Wreal_Bimag_trunc = Wreal_Bimag[WIDTH-2:(WIDTH/2)-1];
    end
	 logic signed [(WIDTH/2)-1:0] WB_real;
	 logic signed [(WIDTH/2)-1:0] WB_imag;
	 always_comb begin
        WB_real = Wreal_Breal_trunc - Wimag_Bimag_trunc;
        WB_imag = Wimag_Breal_trunc + Wreal_Bimag_trunc;
    end
	 logic signed [(WIDTH/2)-1:0] out0_real;
	 logic signed [(WIDTH/2)-1:0] out0_imag;
	 logic signed [(WIDTH/2)-1:0] out1_real;
	 logic signed [(WIDTH/2)-1:0] out1_imag;
	 always_comb begin
        out0_real = A_real+WB_real;
		  out0_imag = A_imag+WB_imag;
		  out1_real = A_real-WB_real;
		  out1_imag = A_imag-WB_imag;
    end
	 always_comb begin
	     out0 = {out0_real, out0_imag};
		  out1 = {out1_real, out1_imag};
	 end
endmodule
```

## flow/run.sh

```bash
#!/bin/bash
# OpenROAD 26Q1-2900-gdf79404cd8, Yosys 0.63+post, stock flow scripts
make -C /OpenROAD-flow-scripts/flow DESIGN_CONFIG=/design/flow/config.mk WORK_HOME=/design/flow/orfs finish
```

==> out/results.tsv <==
metric	value	unit
vias per cell	4.46	
Synth Seq Share	0	
most frequent cells in the layout	1,206 x inv_1, 1,026 x fa_1, 513 x nand2_1	
period utilization	0.957	
Arrival @ worst endpoint	14.69	ns
Max Cap Viol	0	
Initial DRC Count	1046	
Cells after DPL	6379	
Critical Path Sink Type	output port	
clock buffers	0	
Die Wd	370	um
Syn Area/Cell	8.93	um^2
hold_buf cts	0	
post-synthesis cell area	40700	um^2
final hold viol count	0	
max_slew headroom	0.360	
number of global-route vias before repair	30221	
Layout area overhead	9.29	%
min Tclk post-route	18.57	ns
Wirelength per Cell	16.1	um
fin cells	6380	
layout sequential cell count	0	
CP dominant cell by count	fa_1	
Routed WL	103000	um
synthesis area per yosys	40700	um^2
total negative slack	0	ns
most numerous logic cell after layout	inv_1	
# Cells Yosys	4558	
chip area	137000	um^2
core region area	134000	um^2
GRT overflow	0	
Ports	160	
Largest stage delay, worst path	0.89	ns
CP max FO	13	
Max Fclk	0.0538	GHz
Overall Global Routing Usage	0.165	
Final setup viols	0	
Final ANT Viol Nets	0	
gpl congestion	0.946	
cell count after synthesis	4558	
I/O Buffers	160	
fillcell total	13674	
crit path kind	input port to output port	
via count	28467	
Yosys Warn Count	1	
proportion of layout cells with a drive suffix above 1	0.0247	
CP required	15.52	ns
RSZ-0062 raised after global routing	false	
DP Wirelength	89200	um
global-route wire length before repair	166000	um
Die H	370	um
register area	0	um^2
Tool Warnings	70	
FP Util	0.304	
Least-Margin Pin Slew	0.958	ns
Hold WS	8.80	ns
largest net degree at the start of global routing	34	
post-synth cell types	59	
final max-slew violation count	0	
initial antenna violation count	10	
status	finished clean	
HP Class	input port to output port	
DRC viols	0	
Placement Rows	134	
CP max stage cell	clkdlybuf4s50_1	
CP Launch Type	input port	
DR pass1 iterations	6	
## logic make-up after synthesis
family,synth area share
AOI/OAI and AO/OA,0.0487
xor gates and xnor gates,0.0416
adders and majority gates,0.629
buffers and inverters,0.130
and+or+nand+nor,0.151
## synthesized netlist by cell type, types with 4 or more instances
cell type	number	area, um^2
a221oi_1	8	70.1
o21ai_0	37	185
nor2b_1	24	150
nor3_1	27	135
o21a_1	25	188
xor2_1	40	350
o31ai_1	10	75.1
a2111o_1	4	45.0
and2_1	469	2930
nor2_1	106	398
o21ai_1	7	35.0
xnor2_1	149	1310
a211oi_1	6	45.0
ha_1	406	5080
a31oi_1	10	62.6
nand3_1	10	50.1
fa_1	1026	20500
a2111oi_0	4	35.0
clkbuf_1	192	721
inv_1	1206	4530
a31o_2	5	43.8
a21o_1	37	278
and3_1	10	62.6
or2_2	8	50.1
nand4_1	15	93.8
nand2_1	513	1930
nor4_1	4	25.0
a21oi_1	91	455
o21bai_1	22	165
nand2b_1	40	250
## routing by layer
metal,track usage,vias up,share of wire
li1,-,13307,-
met1,0.221,14118,0.40
met2,0.251,948,0.46
met3,0.0814,82,0.12
met4,0.0211,12,0.018
met5,0.0105,-,0.0021
## worst max-delay path: cells and delay by family
family          cells  cell delay (ns)
fa+ha+maj           9             3.98
compound gates     14             3.45
buf+inv             7             2.05
xor+xnor            2             0.43
simple gates        4             0.87
## stage by stage
| stage | cell area [um^2] | setup WS [ns] | util |
|---|---|---|---|
| 2_1_floorplan | 40700 | 3.00 | - |
| 4_1_cts | 44500 | 0.671 | 0.332 |
| 3_3_place_gp | 44500 | 0.587 | 0.332 |
| 3_5_place_dp | 44500 | 0.702 | 0.332 |
| 5_1_grt | 44500 | 0.00787 | 0.332 |
| 6_report | 44500 | 0.830 | 0.332 |
## what timing repair did
item | in CTS | in global routing
buffers inserted | 0 | 0
setup endpoints to repair | 0 | 1
resized | 0 | 4
## worst paths after layout
check / start / endpoint / slack, ns / cells past startpoint
setup / recovery: B[19] / out1[14] / 0.83 / 36
hold / removal: A[0] / out0[0] / 8.80 / 5
## cell type report
cell class                      count  area, um^2  share of cell area
Tap cell                         1768        2210              0.0497
Antenna cell                        1        2.50           0.0000562
Timing Repair Buffer              251        2320              0.0521
Inverter                         1206        4530               0.102
Multi-Input combinational cell   3154       35400               0.796
